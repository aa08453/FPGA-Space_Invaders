===== ./config.mk =====
export PLATFORM = sky130hd
export DESIGN_NAME = Alien3Movement
export DESIGN_NICKNAME = Alien3Movement
export VERILOG_FILES = /design/flow/design.v
export SDC_FILE = /design/flow/constraint.sdc
export NUM_CORES = 4
export LEC_CHECK = 1
export CORE_UTILIZATION = 30
export SYNTH_HDL_FRONTEND = slang
export SYNTH_MEMORY_MAX_BITS = 65536

===== ./constraint.sdc =====
current_design Alien3Movement

set clk_period 6.0
set clk_io_pct 0.2

create_clock -name clk0 -period $clk_period [get_ports {Pclk}]

set non_clock_inputs [all_inputs -no_clocks]
set_input_delay [expr $clk_period * $clk_io_pct] -clock clk0 $non_clock_inputs
set_output_delay [expr $clk_period * $clk_io_pct] -clock clk0 [all_outputs]

===== ./design.v =====
`timescale 1ns / 1ps
module Alien3Movement(
    input wire [9:0]xx,
    input wire [9:0]yy,
    input wire aactive,
    input wire Pclk,
    input wire [1:0]X_off,
    input wire [1:0]Y_off,
    output reg A3SpriteOn,
    output wire [7:0] A3dataout
    );
    reg [9:0] A3address;  
 Alien3Rom Alien3VRom (.i_A3addr(A3address),.i_clk2(Pclk),.o_A3data(A3dataout));
    reg [9:0] A3X = 135;  
    reg [9:0] A3Y = 180;  
    localparam A3Width = 31;  
    localparam A3Height = 27;
    reg [1:0] Adir3 = 1;
    reg [9:0] delaliens3 = 0;
always @ (posedge Pclk)
     begin
        if (xx==639 && yy==479)
         begin
            delaliens3<=delaliens3+1;
            if (delaliens3>1)
                begin
                    delaliens3<=0;
                    if (A3X<=5)
                        Adir3<=1;
                    else if (A3X>=634-31)
                        Adir3<=0;
                    if (Adir3 == 1 && A3X<640-A3Width)
                        begin
                            A3X<=A3X+X_off;
                            A3Y<=A3Y+Y_off;
                        end
                    if (Adir3 == 0 && A3X>1)
                         begin
                             A3X<=A3X+X_off;
                             A3Y<=A3Y+Y_off;
                         end
                end
            end
             if (aactive)
                begin  
             if (xx==A3X-1 && yy==A3Y)
                begin
                A3address <= 0;
                A3SpriteOn <=1;
             end
             if ((xx>A3X-1) && (xx<A3X+A3Width) && (yy>A3Y-1) && (yy<A3Y+A3Height))
                begin
                A3address <= A3address + 1;
                A3SpriteOn <=1;
             end
             else
                A3SpriteOn <=0;
             end
 end
endmodule
`timescale 1ns / 1ps
module Alien3Rom(
    input wire [9:0] i_A3addr,  
    input wire i_clk2,
    output reg [7:0] o_A3data  
    );
    (*ROM_STYLE="block"*) reg [7:0] A3memory_array [0:836];  
    initial begin
            $readmemh("alien03.mem", A3memory_array);
    end
    always @ (posedge i_clk2)
            o_A3data <= A3memory_array[i_A3addr];     
endmodule

===== ./alien03.mem =====
00 00 00 00 00 00 00 00 00 00 00 00 00 00 00 00 00 00 00 00 00 00 00 00 00 00 00 00 00 00 00 00 00 00 00 00 00 00 00 00 00 00 00 00 00 00 00 00 00 00 0D 00 00 00 00 00 00 00 00 00 00 00 00 00 00 00 00 00 00 00 00 00 00 00 00 00 00 00 00 00 24 39 18 09 2A 00 00 00 00 00 00 00 00 00 00 00 00 00 00 00 00 00 00 00 00 00 00 00 00 00 2A 39 00 37 39 3A 37 00 00 00 00 00 00 00 00 00 00 00 00 00 00 00 00 00 00 37 39 39 39 39 39 3A 00 00 06 0D 00 1B 37 00 00 00 00 00 00 00 00 00 00 00 00 00 00 00 2A 39 24 14 14 0D 14 1A 1A 00 13 00 00 00 00 39 00 00 00 00 00 00 00 00 00 00 00 00 00 00 24 39 00 03 1C 05 00 08 26 2C 36 0F 00 00 02 00 39 00 00 00 00 00 00 00 00 00 00 00 00 00 1B 37 00 05 20 08 00 0B 26 26 28 38 3E 1D 21 12 00 39 00 00 00 00 00 00 00 00 00 00 00 00 1B 37 00 04 23 20 00 08 26 23 23 26 26 28 23 3D 30 01 39 18 00 00 00 00 00 00 00 00 00 00 24 39 00 00 19 28 08 01 1C 26 26 26 20 26 30 27 2C 36 0F 0E 39 1B 00 00 00 00 00 00 00 00 00 39 01 00 02 23 1C 00 0B 26 23 26 19 2B 3F 3F 3F 3F 1F 34 3F 18 37 1B 00 00 00 00 00 00 00 37 2D 07 00 08 28 0B 00 23 26 23 23 1D 3F 3F 3F 3F 3F 3F 3F 3F 3F 0D 39 1B 00 00 00 00 00 00 39 0E 23 00 10 26 07 07 26 23 26 1C 2B 3F 3F 3F 3F 25 3F 3F 3F 31 13 39 2A 00 00 00 00 00 37 33 0F 20 00 20 2C 07 11 28 28 28 26 32 3F 3F 3F 01 00 22 3F 31 04 25 39 2A 00 00 00 00 00 37 33 15 20 02 27 30 2E 3C 3D 20 26 20 2B 3F 3F 3F 22 17 3F 3F 3F 31 2F 39 24 00 00 00 00 00 37 33 0F 1E 34 3F 3F 3F 3F 3F 23 26 23 15 35 3F 3F 3F 3F 25 3F 3F 3F 24 37 00 00 00 00 00 00 37 2D 13 3C 3F 3F 3F 3F 3F 3D 1C 28 28 1C 11 29 34 32 1F 0B 0B 12 06 37 1B 00 00 00 00 00 14 37 3F 3F 3F 3F 3F 3F 3F 2E 23 26 26 10 1C 19 10 10 10 19 23 23 19 09 39 00 00 00 00 00 0D 39 3B 3F 2F 22 17 13 27 1D 04 19 28 1C 07 20 23 20 1C 20 26 26 28 07 39 0D 00 00 00 00 00 18 39 13 16 00 00 00 00 15 20 05 03 26 26 19 0B 20 23 26 23 20 19 07 0D 39 00 00 00 00 00 00 14 39 01 02 00 00 00 00 02 10 0B 00 11 28 20 10 07 08 08 07 07 03 00 39 00 00 00 00 00 00 00 00 24 39 0D 39 39 39 14 00 0B 10 07 04 10 1C 1C 10 10 10 10 11 1A 39 00 00 00 00 00 00 00 00 00 00 24 39 00 00 09 39 39 06 08 0B 01 03 10 10 10 10 10 0C 2D 39 09 00 00 00 00 00 00 00 00 00 00 00 00 00 00 00 00 18 37 39 0A 01 00 00 08 07 0A 39 37 37 0D 00 00 00 00 00 00 00 00 00 00 00 00 00 00 00 00 00 00 18 2A 3A 39 39 39 39 39 39 2A 18 00 00 00 00 00 00 00 00 00 00 00 00 00 00 00 00 00 00 00 00 00 00 14 14 14 14 14 14 14 00 00 00 00 00 00 00 00 00 00 00 00 00 00 00 00 00 00 00 00 00 00 00 00 00 00 00 00 00 00 00 00 00 00 00 00 00 00 00 00 00 00 00

===== ./run.sh =====
#!/bin/bash
# OpenROAD 26Q1-2900-gdf79404cd8, Yosys 0.63+post, stock flow scripts
make -C /OpenROAD-flow-scripts/flow DESIGN_CONFIG=/design/flow/config.mk WORK_HOME=/design/flow/orfs finish

==> flow_metrics.env <==
# flow metrics
export IMPL_yosysSeqAreaShare=0.3233
export IMPL_cts_hold_buf=0
export IMPL_ys_cells=309
export IMPL_wl_per_cell_um=12.25
export IMPL_drcViolationCount=0
export IMPL_cp_max_fo=4
export IMPL_die_area_sq_um=10410
export IMPL_rsz0062_at_grt="false"
export IMPL_worstSetupPathType="register to register"
export IMPL_tool_warnings=29
export IMPL_synth_async_reset_ratio=0
export IMPL_overflow=0
export IMPL_grt_max_degree=13
export IMPL_fin_ws_ps=2609
export IMPL_via_per_inst=4.597
export IMPL_clk_latency_ps=280
export IMPL_synth_area_per_cell_sq_um=9.718
export IMPL_setup_violations=0
export IMPL_cts_buffers=5
export IMPL_clock_sinks=33
export IMPL_edf_count=31
export IMPL_end_kind="register"
export IMPL_grt_pass1_wl_um=9680
export IMPL_root_buffer="clkbuf_8"
export IMPL_hp_class="register to register"
export IMPL_p_leak_uw=0.001358
export IMPL_cts_tree="done"
export IMPL_dp_hpwl_um=4659
export IMPL_area_growth_synth_to_final_pct=16.17
export IMPL_maxCapViolations=0
export IMPL_cts_setup_buffers=0
export IMPL_antenna_found_initial=0
export IMPL_finalCritPeriodShare=0.5652
export IMPL_num_rows=36
export IMPL_cts_htree_levels=2
export IMPL_cts_path_max_buffers=2
export IMPL_maxSlewViolCount=0
export IMPL_io_buffers=26
export IMPL_cp_arrival_ps=3510
export IMPL_flop_cell="edfxtp_1"
export IMPL_dr_pass1_iters=4
export IMPL_gp_congestion=0.8162
export IMPL_vdd_drop_max_mv=0.08518
export IMPL_yosysWarnings=0
export IMPL_cp_cell_sequence="inv_1 > ha_1 > nor3b_1 > nor3b_1 > nand2_1 > xnor2_1 > ha_1 > and4_1 > nand3_1 > nor2_1 > or4_1 > nor4_2"
export IMPL_die_width_um=102.0
export IMPL_tightest_slew_ps=532.7
export IMPL_pre_cts_ws_ps=2565
export IMPL_wirelength_um=5747
export IMPL_cp_slowest_cell="or4_1"
export IMPL_drtIter0Drc=90
export IMPL_cts_resized=0
export IMPL_startpoint_type="register"
export IMPL_clock_fmax_mhz=294.9
export IMPL_setup_tns_ps=0
export IMPL_syn_instance_count=309
export IMPL_synth_flops=33
export IMPL_antenna_cells=0
export IMPL_grt_pass1_vias=2128
export IMPL_finClkSkew_ps=6.621
export IMPL_io_pins=35
export IMPL_max_stage_delay_ps=520
export IMPL_num_fill_cells=972
export IMPL_clk_pin_slew_ps=70
export IMPL_dieHeight_um=102.0
export IMPL_vias=2156
export IMPL_slew_headroom=0.6357
export IMPL_status="finished clean"
export IMPL_core_area_sq_um=9729
export IMPL_hold_viol_final=0
export IMPL_grtUsageTotal=0.1201
export IMPL_fp_util=0.3086
export IMPL_period_minus_slack_ps=3391
export IMPL_crit_required_ps=6120
export IMPL_syn_area_sq_um=3003
export IMPL_ant_nets=0
export IMPL_synth_cell_types=54
export IMPL_yosysChipArea_sq_um=3003
export IMPL_p_per_area_nw_per_um2=160.2
export IMPL_drive_above_1_share=0.04762
[area by class of cell]
type | instances | area [sq um] | share of cell area
well taps | 133 | 166.4 | 0.04770
clock inverters | 3 | 68.82 | 0.01973
repair buffers | 27 | 267.8 | 0.07676
clock buffers | 5 | 68.82 | 0.01973
multi-input cells | 248 | 1871 | 0.5362
inverters | 20 | 75.07 | 0.02152
flip-flops and latches | 33 | 970.9 | 0.2783
[critical path, delay by kind of cell (launching register included)]
family,cells,cell delay [ps]
XOR/XNOR,1,200
flip-flops,1,430
adder cells (fa/ha/maj),2,470
buffers and inverters,1,130
AND/OR/NAND/NOR,8,1980
[registers in the layout (all words and copies together), names as in the netlist]
register and count:
A3SpriteOn 1, A3X 10, A3Y 10, Adir3 2
delaliens3 10
[logic make-up (layout without fill, tap and decap cells)]
| logic type | count (synthesis) | in the layout | synth area share |
|---|---|---|---|
| AOI/OAI and AO/OA | 46 | 46 | 0.1021 |
| xor gates and xnor gates | 43 | 43 | 0.1254 |
| adders and majority gates | 46 | 46 | 0.1967 |
| buffers and inverters | 42 | 55 | 0.07250 |
| DFF | 33 | 33 | 0.3233 |
| other | 1 | 15 | 0.001249 |
| and+or+nand+nor | 98 | 98 | 0.1787 |
[stage by stage]
step | instance area (sq um) | instances | hold WS [ps] | utilization | total power, uW
floorplan | 3055 | 323 | 434.4 | - | 284.4
global placement | 3351 | 461 | 451.3 | 0.3444 | 308.8
detailed placement | 3351 | 461 | 452.8 | 0.3444 | 309.2
CTS | 3488 | 469 | 469.5 | 0.3585 | 565.4
global route | 3488 | 469 | 488.8 | 0.3585 | 583.8
finish | 3488 | 469 | 466.8 | 0.3585 | 558.7
[per-layer routing]
layer | share of wire | up-vias | routed length, um | global-route usage
li1 | - | 1141 | - | -
met1 | 0.51 | 964 | 2935 | 0.1845
met2 | 0.42 | 45 | 2392 | 0.1791
met3 | 0.060 | 6 | 344 | 0.03129
met4 | 0.013 | 0 | 76 | 0.01648
met5 | 0 | - | 0 | 0
[report_power, final]
group	switching (uW)	leakage, uW	internal [uW]
Sequential	0.0725	0.000290	250
Combinational	23.7	0.000998	30.7
Clock	87.2	0.0000687	167
Total	111	0.00136	448
[worst paths after layout]
kind | cells after the start | to | slack, ps | start
max | 12 | A3SpriteOn$_DFFE_PP_ | 2610 | A3Y[1]$_DFFE_PP_
min | 1 | Adir3[0]$_DFF_P_ | 470 | Adir3[0]$_DFF_P_
min reg2reg | 1 | Adir3[0]$_DFF_P_ | 470 | Adir3[0]$_DFF_P_
max reg2reg | 12 | A3SpriteOn$_DFFE_PP_ | 2610 | A3Y[1]$_DFFE_PP_
[placed cells by master (no fill, tap or decap), types with 4 or more instances in the layout]
cell	instances
clkdlybuf4s50_1	26
conb_1	15
a21oi_1	9
nand4b_1	4
nand3_1	8
nand4_1	10
ha_1	44
xor2_1	15
edfxtp_1	31
clkbuf_8	5
nor2_1	25
xnor2_1	28
nor4_1	5
o21ai_0	10
inv_1	20
nor3_1	7
nand2_1	17
[synth_stat cells (all sizes together) (2+ instances only)]
cell	instances	area, sq um
nand2	17	63.81
nand4	10	62.56
inv	20	75.07
fa	2	40.04
ha	44	550.5
a31oi	2	12.51
dfxtp	2	40.04
nor3	7	35.03
o21a	3	22.52
o21bai	2	15.01
xnor2	28	245.2
or4	2	15.01
clkbuf	2	7.510
nor2	26	100.1
and3	2	12.51
edfxtp	31	930.9
a21o	3	22.52
nor2b	3	18.77
nand4b	4	35.03
and2	2	12.51
o211ai	3	22.52
o21ai	11	55.05
xor2	15	131.4
nor4	6	43.79
nand3	9	50.05
nor3b	3	27.52
a21oi	10	50.05
buf	20	135.1
Power figures rest on the tool's default switching activity, not on a simulated workload.

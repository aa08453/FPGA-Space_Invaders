==> flow/design.v <==
`timescale 1ns / 1ps
module LiveRom(
    input wire [8:0] i_liveaddr,  
    input wire i_clk2,
    output reg [7:0] o_livedata  
 );
 (*ROM_STYLE="block"*) reg [7:0] livememory_array [0:400]; 
 initial begin
    $readmemh("Heart.mem", livememory_array);
 end
 always @ (posedge i_clk2)
    o_livedata <= livememory_array[i_liveaddr]; 
endmodule
`timescale 1ns / 1ps
module LivesSprite(
 input wire [9:0] xx,  
 input wire [9:0] yy,  
 input wire aactive,  
 output reg L1SpriteOn,  
 output reg L2SpriteOn,  
 output reg L3SpriteOn,  
 output wire [7:0] L1dataout,  
 output wire [7:0] L2dataout,
 output wire [7:0] L3dataout,
 input wire Pclk,  
 input wire start,
 input wire [9:0] lives
 );
 reg [9:0] L1address;  
 reg [9:0] L2address;  
 reg [9:0] L3address;  
 LiveRom Live1VRom (.i_liveaddr(L1address),.i_clk2(Pclk),.o_livedata(L1dataout));
 LiveRom Live2VRom (.i_liveaddr(L2address),.i_clk2(Pclk),.o_livedata(L2dataout));
 LiveRom Live3VRom (.i_liveaddr(L3address),.i_clk2(Pclk),.o_livedata(L3dataout));
 reg [9:0] L1X = 519;  
 reg [8:0] L1Y = 10;  
 reg [9:0] L2X = 559;  
 reg [8:0] L2Y = 10;  
 reg [9:0] L3X = 599;  
 reg [8:0] L3Y = 10;  
 localparam LiveWidth = 31;  
 localparam LiveHeight = 26;  
     always @ (posedge Pclk)
     begin
     if (start==0 && lives==4)
     begin
         if (aactive)
            begin  
         if (xx==L1X-1 && yy==L1Y)
            begin
            L1address <= 0;
            L1SpriteOn <=1;
         end
         if ((xx>L1X-1) && (xx<L1X+LiveWidth) && (yy>L1Y-1) && (yy<L1Y+LiveHeight))
            begin
            L1address <= L1address + 1;
            L1SpriteOn <=1;
     end
     else
        L1SpriteOn <=0;
     end
 end
end
always @ (posedge Pclk)
 begin
 if (start==0 && lives>=3)
 begin
     if (aactive)
        begin  
     if (xx==L2X-1 && yy==L2Y)
        begin
        L2address <= 0;
        L2SpriteOn <=1;
     end
     if ((xx>L2X-1) && (xx<L2X+LiveWidth) && (yy>L2Y-1) && (yy<L2Y+LiveHeight))
        begin
        L2address <= L2address + 1;
        L2SpriteOn <=1;
     end
     else
        L2SpriteOn <=0;
     end
 end
end
always @ (posedge Pclk)
 begin
 if (start==0 && lives>=2)
 begin
     if (aactive)
        begin  
     if (xx==L3X-1 && yy==L3Y)
        begin
        L3address <= 0;
        L3SpriteOn <=1;
     end
     if ((xx>L3X-1) && (xx<L3X+LiveWidth) && (yy>L3Y-1) && (yy<L3Y+LiveHeight))
        begin
        L3address <= L3address + 1;
        L3SpriteOn <=1;
     end
     else
        L3SpriteOn <=0;
     end
 end
end
endmodule
==> flow/Heart.mem <==
00 00 00 00 00 00 00 00 00 00 00 00 00 00 00 00
00 00 00 00 00 00 00 00 01 01 01 00 00 00 00 00
00 01 01 01 00 00 00 00 00 00 00 01 01 01 01 01
00 00 00 00 01 01 01 01 01 00 00 00 00 00 01 01
01 01 01 01 01 00 00 01 01 01 01 01 01 01 00 00
00 01 01 01 01 01 01 01 01 01 01 01 01 01 01 01
01 01 01 00 00 01 01 01 01 01 01 01 01 01 01 01
01 01 01 01 01 01 01 00 00 01 01 01 01 01 01 01
01 01 01 01 01 01 01 01 01 01 01 00 00 01 01 01
01 01 01 01 01 01 01 01 01 01 01 01 01 01 01 00
00 01 01 01 01 01 01 01 01 01 01 01 01 01 01 01
01 01 01 00 00 00 01 01 01 01 01 01 01 01 01 01
01 01 01 01 01 01 00 00 00 00 01 01 01 01 01 01
01 01 01 01 01 01 01 01 01 01 00 00 00 00 00 01
01 01 01 01 01 01 01 01 01 01 01 01 01 00 00 00
00 00 00 01 01 01 01 01 01 01 01 01 01 01 01 01
01 00 00 00 00 00 00 01 01 01 01 01 01 01 01 01
01 01 01 01 00 00 00 00 00 00 00 00 01 01 01 01
01 01 01 01 01 01 01 01 00 00 00 00 00 00 00 00
00 01 01 01 01 01 01 01 01 01 01 00 00 00 00 00
00 00 00 00 00 00 01 01 01 01 01 01 01 01 00 00
00 00 00 00 00 00 00 00 00 00 00 00 01 01 01 01
00 00 00 00 00 00 00 00 00 00 00 00 00 00 00 00
00 01 01 00 00 00 00 00 00 00 00 00 00 00 00 00
00 00 00 00 00 00 00 00 00 00 00 00 00 00 00 00
==> flow/run.sh <==
#!/bin/bash
# OpenROAD 26Q1-2900-gdf79404cd8, Yosys 0.63+post, stock flow scripts
make -C /OpenROAD-flow-scripts/flow DESIGN_CONFIG=/design/flow/config.mk WORK_HOME=/design/flow/orfs finish
==> flow/config.mk <==
export PLATFORM = sky130hd
export DESIGN_NAME = LivesSprite
export DESIGN_NICKNAME = LivesSprite
export VERILOG_FILES = /design/flow/design.v
export SDC_FILE = /design/flow/constraint.sdc
export NUM_CORES = 4
export LEC_CHECK = 1
export CORE_AREA = 10 10 70 70
export DIE_AREA = 0 0 80 80
export SYNTH_HDL_FRONTEND = slang
export SYNTH_MEMORY_MAX_BITS = 65536
==> flow/constraint.sdc <==
current_design LivesSprite

set clk_period 2.1
set clk_io_pct 0.2

create_clock -name clk0 -period $clk_period [get_ports {Pclk}]

set non_clock_inputs [all_inputs -no_clocks]
set_input_delay [expr $clk_period * $clk_io_pct] -clock clk0 $non_clock_inputs
set_output_delay [expr $clk_period * $clk_io_pct] -clock clk0 [all_outputs]
==> Changelog: implementation <==
### Implementation results

- Status: completed
- Layout Area Growth over Synthesis: 63.9%
- CP max-delay cell: clkdlybuf4s50_1
- Initial DRC Count: 24
- Worst Path Max Fanout: 3
- Most used logic cell in the final layout: clkdlybuf4s50_1
- DRC errors left: 0
- Final Hold Fails: 0
- Buffers added on ports: 34
- Largest net degree at the start of global routing: 7
- Mapped Cells: around 65
- GRT Residual Overflow: 0
- Final Util: 24.8%
- Wire length of the first global-routing pass: 2660 um
- Final setup TNS: 0 ns
- # hold bufs at CTS: 0
- CP Capture Type: flop
- Final setup vio count: 0
- Fin crit share: 87.7%
- Type of the most critical hold path: primary input to flop
- Leak pwr: 0.335 nW
- Via density: 3.53
- Setup Fix Bufs, Post-CTS: 0
- YS chip area: 517 um^2
- Synth unique cells: 25
- Initial Utilization: 15.1%
- HPWL after DPL: 1560 um
- Detail Route Antenna Nets: 0
- Crit path DAT: approximately 1.9 ns
- Share of layout cells above drive strength 1: 5.88%
- Clock sink count: 3
- CTS Root Cell: clkbuf_4
- Fmax: 543 MHz
- Setup WS pre-CTS: 0.0111 ns
- First-pass DRT Iterations: 4
- Die area: about 0.0064 mm^2
- Total wire length: 1660 um
- Crit start category: primary input
- Min Tclk post-route: 1.84 ns
- Number of global-route vias before repair: 596
- Tool Warnings: 26
- # IOs: 60
- Ys cells: 65
- Antenna Cells: 0
- Setup CP Type: primary input to flop
- DIE WIDTH: 80 um
- CP peak stage delay: 0.49 ns
- RSZ-0062 raised after global routing: false
- Die height: 80 um
- Synth flops: 3
- Post-Place Cell Area: 821 um^2
- Overall power: approximately 270 uW
- Peak supply drop: 0.107 mV
- WL per Instance: roughly 11 um
- Top Layout Cells: clkdlybuf4s50_1, conb_1, inv_1, nor2_1, nand3_1
- CP required: 2.12 ns
- Mapped Area: a little over 500 um^2
- Clock Pin Slew Worst Setup and Hold Paths: 0.04 ns
- Clk buf depth: 2
- Core ar.: between 0.003 and 0.004 mm^2
- Worst path cell trace: clkdlybuf4s50_1, or4b_1, o311a_2, a2111oi_2
- Finished Cell Area: 847 um^2
- WHS: between 0.8 and 0.9 ns
- Yosys warning total: 0
- GRT Total Usage: 4.97%
- Final max-slew violation count: 0
- Site Rows: 21
- Initial antenna violation count: 0
- Maxcap violations: 0
- Syn avg cell area: about 7.9 um^2
- CTS resizes: 0
- TritonCTS clock tree: yes
- PwrDens: roughly 320 mW/mm^2
- Dpl cells: 144
- CTS Buf Count: 3
- Final WS setup: 0.259 ns
- RD Place Congestion: 0.731
- Post-Layout Cell Count: 148
- Htree depth: 1
- Post-synthesis sequential area ratio: 17.4%
- Total number of vias: 523
[power by group]
group / total, mW / switching (mW) / leakage [nW] / internal [mW]
Sequential: 0.0684 / 0.000586 / 0.0232 / 0.0679
Combinational: 0.0983 / 0.0321 / 0.297 / 0.0663
Clock: 0.100 / 0.0290 / 0.0150 / 0.0712
[registers in the layout (all words and copies together), names as in the netlist]
name	flops
L1SpriteOn	1
L2SpriteOn	1
L3SpriteOn	1
[worst paths after layout]
check      from                    to  slack, ns  cells after the start
max       yy[5]  L1SpriteOn$_DFFE_PP_       0.26                      4
min    lives[8]  L1SpriteOn$_DFFE_PP_       0.90                      2
[synthesized netlist by cell type, drive strengths merged]
master | n | area share [%]
a41o | 1 | 1.9
nor2 | 4 | 2.9
a31o | 1 | 1.7
a21oi | 1 | 0.97
nor3 | 3 | 2.9
conb | 1 | 0.73
nand2 | 2 | 1.5
o311a | 1 | 2.2
nand2b | 1 | 1.2
nand4 | 1 | 1.2
inv | 5 | 3.6
a2111oi | 2 | 5.8
or2b | 1 | 1.5
nor4 | 1 | 1.2
or4b | 1 | 1.9
a21o | 1 | 1.5
nor4b | 1 | 1.7
a211oi | 1 | 1.5
a311o | 1 | 1.9
nand3 | 4 | 3.9
a41oi | 2 | 3.4
a211o | 1 | 1.7
buf | 24 | 35
edfxtp | 3 | 17
o21ai | 1 | 0.97
[cell families after synthesis]
family                 synth area share (%)
AOI/OAI and AO/OA                      23.5
buffers and inverters                  38.5
DFF                                    17.4
other                                 0.726
and+or+nand+nor                        19.9
[worst max-delay path, delay by kind of cell]
family	cells	cell delay [ns]
buf+inv	1	0.49
simple gates	1	0.44
compound gates	2	0.51
[layout make-up]
class / instances / area [um^2]
clock buffers: 4 / 26.3
fillers: 371 / 2570
inverters: 5 / 18.8
multi-input cells: 56 / 314
flip-flops and latches: 3 / 90.1
well taps: 46 / 57.6
repair buffers: 34 / 340
[per-layer routing]
| metal | routed length, um | vias up | GRT usage, % |
|---|---|---|---|
| met4 | 27 | 0 | 1.41 |
| met2 | 835 | 29 | 8.35 |
| li1 | - | 265 | - |
| met3 | 199 | 2 | 2.05 |
| met1 | 600 | 227 | 5.62 |
| met5 | 0 | - | 0 |
Power is estimated from default activity; no workload was simulated.

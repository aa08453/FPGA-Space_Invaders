<file path="design.v">
`timescale 1ns / 1ps
module BulletSprite(
input wire [9:0] xx,  
    input wire [9:0] yy,  
    input wire aactive,  
    output reg BSpriteOn,  
    output wire [7:0] dataout2,  
    input wire BR,  
    input wire BL,  
    input wire Pclk  
    );
    reg [9:0] address;  
    RocketRom BulletVRom (.i_addr(address),.i_clk2(Pclk),.o_data(dataout2));
    reg [9:0] BulletX = 297;  
    reg [8:0] BulletY = 400;  
    localparam BulletWidth = 34;  
    localparam BulletHeight = 27;  
    reg [9:0] constX = 297;  
    reg [8:0] constY = 400 + BulletHeight;  
    always @ (posedge Pclk)
    begin
        if (xx==639 && yy==479)
            begin  
                if (BR == 1 && constX<640-BulletWidth)
                    constX<=constX+1;
                if (BL == 1 && constX>1)
                    constX<=constX-1;
            end
        if (aactive)
            begin  
                if (xx==BulletX-1 && yy==BulletY)
                    begin
                        address <= 0;
                        BSpriteOn <=1;
                    end
                if ((xx>BulletX-1) && (xx<BulletX+BulletWidth) && (yy>BulletY-1) && (yy<BulletY+BulletHeight))
                    begin
                        address <= address + 1;
                        BSpriteOn <=1;
                    end
                else
                    BSpriteOn <=0;
            end
    end
reg [9:0] delaliens;
 always @ (posedge Pclk)
    begin
        if (xx==639 && yy==479)
            begin
            if (BulletY < 10)
            begin
            BulletY <= constY;
            BulletX <= constX;
            end
            else
              begin
                delaliens<=delaliens+1;
                if (delaliens>1)
                    begin
                        delaliens<=0;
                                BulletY<=BulletY-5;
                    end
                   end
                  end
              end
endmodule
`timescale 1ns / 1ps
module RocketRom(
    input wire [9:0] i_addr,
    input wire i_clk2,
    output reg [7:0] o_data
    );
(*ROM_STYLE="block"*) reg [7:0] memory_array [0:1015];
initial begin
    $readmemh("Rocket_v2.mem", memory_array); 
end
always @ (posedge i_clk2)
    o_data <= memory_array[i_addr];
endmodule
</file>
<file path="config.mk">
export PLATFORM = sky130hd
export DESIGN_NAME = BulletSprite
export DESIGN_NICKNAME = BulletSprite
export VERILOG_FILES = /design/flow/design.v
export SDC_FILE = /design/flow/constraint.sdc
export NUM_CORES = 4
export LEC_CHECK = 1
export CORE_UTILIZATION = 50
export SYNTH_HDL_FRONTEND = slang
export SYNTH_MEMORY_MAX_BITS = 65536
</file>
<file path="Rocket_v2.mem">
00 00 00 00 00 00 00 00 00 00 00 00 00 00 00 00
00 00 00 00 00 00 00 00 00 00 00 00 00 00 00 00
00 00 00 00 00 00 00 00 00 00 00 00 00 00 00 00
00 00 00 3d 00 00 3d 00 00 00 00 00 00 00 00 00
00 00 00 00 00 00 00 00 00 00 00 00 00 00 00 00
00 00 00 00 00 3d 3d 3d 3d 3d 3d 00 00 00 00 00
00 00 00 00 00 00 00 00 00 00 00 00 00 00 00 00
00 00 00 00 00 00 00 00 3d 3e 3e 3e 3e 3d 00 00
00 00 00 00 00 00 00 00 00 00 00 00 00 00 00 00
00 00 00 00 00 00 00 00 00 00 00 3d 3e 2a 2a 3f
3d 00 00 00 00 00 00 00 00 00 00 00 00 00 00 00
00 00 00 00 00 00 00 00 00 00 00 00 00 3d 3d 34
22 2a 25 3d 3d 00 00 00 00 00 00 00 00 00 00 00
00 00 00 00 00 00 00 00 00 00 00 00 00 00 00 00
3d 06 12 22 2b 0d 02 3d 00 00 00 00 00 00 00 00
00 00 00 00 00 00 00 00 00 00 00 00 00 00 00 00
00 00 3d 3d 02 06 18 30 28 02 3d 3d 00 00 00 00
00 00 00 00 00 00 00 00 00 00 00 00 00 00 00 00
00 00 00 00 00 3d 36 02 15 18 27 1f 02 39 3d 00
00 00 00 00 00 00 00 00 00 00 00 00 00 00 00 00
00 00 00 00 00 00 00 00 3d 31 06 06 1a 27 06 03
36 3d 00 00 00 00 00 00 00 00 00 00 00 00 00 00
00 00 00 00 00 00 00 00 00 00 00 3d 3d 01 0c 1c
29 1c 0a 2f 3d 00 00 00 00 00 00 00 00 00 00 00
00 00 00 00 00 00 00 00 00 00 00 00 00 00 3d 0a
22 0c 1a 27 1c 2d 39 3d 00 00 00 00 00 00 00 00
00 00 00 00 00 00 00 00 00 00 00 00 00 00 00 00
00 3d 1c 21 08 17 21 27 27 0e 3d 00 00 00 00 00
00 00 00 00 00 00 00 00 00 00 00 00 00 00 00 00
00 00 00 3d 3d 17 0b 17 0c 1c 11 1a 1a 3d 3d 00
00 00 00 00 00 00 00 00 00 00 00 00 00 00 00 00
00 00 00 00 00 3d 3d 12 08 17 1b 24 2e 1d 18 13
34 3d 3d 00 3d 00 00 00 00 00 00 00 00 00 00 00
00 00 00 00 00 00 3d 00 3d 1c 04 0d 12 1c 12 1b
21 16 19 34 34 3d 3d 3d 3d 3d 00 00 00 00 00 00
00 00 00 00 00 00 00 3d 3d 3d 3d 3d 3c 35 12 16
21 2a 1f 21 16 16 34 04 06 02 33 0f 3d 00 00 00
00 00 00 00 00 00 00 00 00 00 3d 07 2d 04 3d 2b
35 06 0b 10 22 21 17 0e 06 34 30 3a 04 14 07 3d
3d 00 00 00 00 00 00 00 00 00 00 00 00 3d 1d 2f
1c 3e 37 33 12 04 0c 25 1c 08 05 19 37 3a 30 06
1e 1f 34 3d 3d 00 00 00 00 00 00 00 00 00 3d 3d
3d 04 21 26 35 3a 1c 14 0e 1f 22 24 16 13 1b 36
3a 33 00 08 04 1a 34 3d 00 00 00 00 00 00 3d 3d
3d 3d 26 09 02 20 26 34 2b 1c 0c 26 32 1f 0d 2e
2d 0c 36 38 32 00 08 02 1e 34 3d 3d 3d 3d 00 00
00 3d 3b 33 2b 26 23 00 23 27 35 0c 08 06 21 19
22 1a 1a 2d 0e 0c 08 35 00 23 02 23 27 34 3b 3b
3d 00 00 00 3d 38 3d 3d 3d 3d 23 3d 3d 3d 3d 3d
3d 14 19 2a 20 16 15 3d 3d 3d 3d 3d 3d 23 3d 3d
3d 3d 38 3d 00 00 00 3d 3d 3d 00 00 3d 23 3d 00
00 00 3d 3d 26 16 26 1a 1c 15 3d 3d 00 00 00 3d
23 3d 00 00 3d 3d 3d 00 00 00 00 00 00 00 00 3d
3d 3d 00 00 3d 3d 29 0e 18 20 15 1e 00 33 3d 3d
00 00 3d 3d 3d 00 00 00 00 00 00 00 00 00 00 00
00 00 00 00 00 00 00 3d 3d 3d 3d 21 19 09 29 00
3d 3d 3d 00 00 00 00 00 00 00 00 00 00 00 00 00
00 00 00 00 00 00 00 00 00 00 00 00 00 3d 1a 3d
3d 22 3d 3d 00 00 00 00 00 00 00 00 00 00 00 00
00 00 00 00 00 00 00 00 00 00 00 00 00 00 00 00
3d 3d 3d 3d 3d 3d 00 00 00 00 00 00 00 00 00 00
00 00 00 00 00 00 00 00 00 00 00 00 00 00 00 00
00 00 00 00 00 00 00 00 00 00 00 00 00 00 00 00
00 00 00 00 00 00 00
</file>
<file path="constraint.sdc">
current_design BulletSprite

set clk_period 3.5
set clk_io_pct 0.2

create_clock -name clk0 -period $clk_period [get_ports {Pclk}]

set non_clock_inputs [all_inputs -no_clocks]
set_input_delay [expr $clk_period * $clk_io_pct] -clock clk0 $non_clock_inputs
set_output_delay [expr $clk_period * $clk_io_pct] -clock clk0 [all_outputs]
</file>
<file path="run.sh">
#!/bin/bash
# OpenROAD 26Q1-2900-gdf79404cd8, Yosys 0.63+post, stock flow scripts
make -C /OpenROAD-flow-scripts/flow DESIGN_CONFIG=/design/flow/config.mk WORK_HOME=/design/flow/orfs finish
</file>
==> flow_summary_export.csv <==
group,metric,value,unit
clock_tree,clk_latency,0.28,ns
job,warnings,32,
clock_tree,cts_resized,0,
worst_setup_path,cp-end-kind,"register",
place,port_buffers,24,
power_and_ir_drop,combPwrFrac,8.9,%
global_routing,antenna_found_initial,0,
final_layout,area_growth,12.56,%
route,ant_nets,0,
clock_tree,cts_buffer_depth,2,
sta,setup-tns-final,0,ns
run_status,status,"complete, no violations",
floorplanning,dieHeight,83.83,um
logic_synthesis,syn_avg_cell_area,9.848,um^2
sta,rsz0062_at_grt,"false",
route,drt_iter0_markers,113,
route,viasPerCell,5.333,
clock_tree,cts_setup_buffers,0,
power_and_ir_drop,ir_drop,0.0001882,V
floorplanning,fp_util,52.13,%
sta,final_hold_viol_count,0,
final_layout,fillCellCount,546,
sta,setup-violations-final,0,
logic_synthesis,yosys.area.top_type_share,35.87,%
clock_tree,h-tree-depth,2,
power_and_ir_drop,p_total,0.9742,mW
clock_tree,cts_buffers,5,
floorplanning,dieArea,7027,um^2
global_routing,grt_pass1_wl,10090,um
worst_setup_path,crit_arrival,3.14,ns
min_path,hp-class,"reg2reg",
power_and_ir_drop,pwr-share-clk,37.7,%
power_and_ir_drop,intPower,0.7800,mW
final_layout,design_area,3769,um^2
route,drc,0,
sta,maxSlewViolCount,0,
worst_setup_path,crit_type,"reg2reg",
logic_synthesis,largest_area_cell,"edfxtp_1",
worst_setup_path,crit_required,3.61,ns
logic_synthesis,synth_flop_count,40,
sta,min_period_over_period,86.52,%
sta,finalCriticalPeriod,3.028,ns
power_and_ir_drop,p_sw,0.1942,mW
logic_synthesis,ys.flop_type,"edfxtp_1",
global_routing,overflow,0,
logic_synthesis,ys_area,3348,um^2
route,detail_route.wirelength,5934,um
power_and_ir_drop,power_frac_seq,53.5,%
logic_synthesis,synthesis.area,3348,um^2
clock_tree,clk_pin_slew_worst_paths,0.08,ns
global_routing,grt_max_degree,14,
clock_tree,cts_hold_buf,0,
clock_tree,cts_tree,"built",
place,gp_congestion,0.8201,
logic_synthesis,ys_top_cells_by_count,"49 x ha_1, 40 x edfxtp_1, 30 x nor2_1",
final_layout,fin_cells,447,
clock_tree,clock-sinks,40,
logic_synthesis,top_cell,"ha_1",
final_layout,drive_gt1_share,5.135,%
worst_setup_path,setup.worst_path.start,"BulletX[1]",
global_routing,grt_pass1_vias,2275,
sta,clock_skew,0.006380,ns
logic_synthesis,async_reset_ff_share,0,%
global_routing,grt.total_usage,18.67,%
worst_setup_path,reg2reg_from,"BulletX[1]",
power_and_ir_drop,sw_frac_of_total,19.93,%
sta,relSlewSlack,61.67,%
logic_synthesis,synthTopCellsByArea,"edfxtp_1 36%, ha_1 18%, xnor2_1 5.2%",
logic_synthesis,ys_cells,340,
floorplanning,die_w,83.83,um
place,dpl.cell_count,439,
logic_synthesis,yosys.cell_types.count,49,
clock_tree,clockRootBuffer,"clkbuf_8",
worst_setup_path,start_kind,"register",
place,dp_hpwl,4861,um
place,dpl_cell_area,3657,um^2
job,maxCapViolCount,0,
route,antennaDiodeCount,0,
route,drt-pass1-iter-count,22,
power_and_ir_drop,p_leak,1.508,nW
route,vias,2384,
logic_synthesis,synth-edff-count,40,
worst_setup_path,cp_max_fo,5,
min_path,hp-start,"constX[9]",
final_layout,final_util,58.68,%
sta,max_freq,330.2,MHz
floorplanning,rows,29,
power_and_ir_drop,powerDensity,258.5,nW/um^2
floorplanning,pin_count,33,
sta,worstMarginPinSlew,0.5697,ns
logic_synthesis,postSynthSeqShare,35.87,%
route,wire_per_inst,13.28,um
logic_synthesis,syn_inst,340,
floorplanning,coreArea,6422,um^2
logic_synthesis,yosys_warnings,0,
metrics by stage:
step	setup WS [ns]	hold slack, ns
2_1_floorplan	0.7272	0.4206
3_3_place_gp	0.5636	0.5468
3_5_place_dp	0.4816	0.5452
4_1_cts	0.4555	0.5693
5_1_grt	0.1107	0.6111
6_report	0.4719	0.5719
layer usage:
| layer | vias to the layer above | GRT usage (%) | wire, um | part of all wire (%) |
|---|---|---|---|---|
| li1 | 1282 | - | - | - |
| met1 | 1056 | 31.84 | 3177 | 54 |
| met3 | 5 | 3.715 | 259 | 4.4 |
| met4 | 0 | 1.567 | 57 | 0.96 |
| met2 | 41 | 27.27 | 2439 | 41 |
| met5 | - | 0 | 0 | 0 |
registers in the layout, indices dropped and copies added, names as in the netlist:
name,cells
delaliens,10
BSpriteOn,1
BulletY,9
BulletX,10
constX,10
critical path, cell delays in order (launching register included):
cell	delay, ns
edfxtp_1	0.47
inv_1	0.14
ha_1	0.14
a21boi_0	0.28
nand2_1	0.12
or2_2	0.30
nor4_1	0.23
xnor2_1	0.17
ha_1	0.26
nand2_1	0.09
nor4_1	0.05
a2111oi_0	0.30
nand4b_1	0.14
nor4_1	0.17
cells by family after synthesis:
kind of cell / Yosys count / share of synthesized area (%)
AOI/OAI and AO/OA: 52 / 11.14
xor gates and xnor gates: 39 / 10.20
adders and majority gates: 49 / 18.31
buffers and inverters: 41 / 5.755
DFF: 40 / 35.87
muxes: 1 / 0.2990
other: 1 / 0.1120
and+or+nand+nor: 117 / 18.31
cell usage in the layout (no fill, tap or decap), types with 9 or more instances in the layout:
master	count
nor3_1	11
inv_1	20
nand3_1	9
nand2_1	24
clkdlybuf4s50_1	24
edfxtp_1	40
conb_1	15
nor4_1	9
o21ai_0	14
nor2_1	30
xnor2_1	20
xor2_1	19
ha_1	49
power groups by stage:
stage	clock (mW)	sequential [mW]	combinational (mW)
finish	0.367	0.521	0.0864
CTS	0.381	0.521	0.0876
global route	0.394	0.521	0.0992
cell type report:
class                   instances  area [um^2]  share of cell area [%]
clock inverters                 3        42.54                   1.129
inverters                      20        75.07                   1.992
flip-flops and latches         40         1201                   31.87
multi-input cells             273         2007                   53.25
well taps                      77        96.34                   2.556
clock buffers                   5        68.82                   1.826
repair buffers                 29        277.8                   7.371
path summary, 6_finish.rpt:
check	endpoint	slack [ns]	cells after the start
worst max-delay path	BSpriteOn	0.47	13
worst min register to register	BulletX[9]	0.57	0
worst min-delay path	BulletX[9]	0.57	0
worst max register to register	BSpriteOn	0.47	13
No activity file was given, so power comes from the tool's default toggle rates.
